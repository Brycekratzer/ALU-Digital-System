==> ./design.v <==
module register_8bit (
    input clk,
    input reset,
    input enable,          
    input [7:0] data_in,   
    output reg [7:0] data_out
);
    always @(posedge clk or posedge reset) begin
        if (reset)
            data_out <= 8'b0;
        else if (enable)
            data_out <= data_in;
    end
endmodule
==> ./run.sh <==
#!/bin/bash
# OpenROAD 26Q1-2900-gdf79404cd8, Yosys 0.63+post, stock flow scripts
make -C /OpenROAD-flow-scripts/flow DESIGN_CONFIG=/design/flow/config.mk WORK_HOME=/design/flow/orfs finish
==> ./config.mk <==
export PLATFORM = sky130hd
export DESIGN_NAME = register_8bit
export DESIGN_NICKNAME = register_8bit
export VERILOG_FILES = /design/flow/design.v
export SDC_FILE = /design/flow/constraint.sdc
export NUM_CORES = 4
export LEC_CHECK = 1
export CORE_AREA = 10 10 70 70
export DIE_AREA = 0 0 80 80
==> ./constraint.sdc <==
current_design register_8bit

set clk_period 1.1
set clk_io_pct 0.2

create_clock -name clk0 -period $clk_period [get_ports {clk}]

set non_clock_inputs [all_inputs -no_clocks]
set_input_delay [expr $clk_period * $clk_io_pct] -clock clk0 $non_clock_inputs
set_output_delay [expr $clk_period * $clk_io_pct] -clock clk0 [all_outputs]
==> highlights.md <==
- maximum vdd ir drop: 0.227 mV
- via count of the first global-routing pass: 259
- family with the most delay on the worst path: flip-flops
- Placeable Area: 3420 um2
- number of nets with antenna violations after detailed routing: 0
- antenna violations before repair: 0
- ys flops: 8
- flip-flop count of the largest register after layout: 8
- met3 global-route usage: 0.00795
- Yosys chip area: 335 um2
- Hold Violations, Final: 0
- flop2flop setup slack: 110 ps
- synth cell count leaders: 8 x sky130_fd_sc_hd__dfrtp_1, 8 x sky130_fd_sc_hd__mux2_4, 1 x sky130_fd_sc_hd__buf_6, 1 x sky130_fd_sc_hd__inv_1
- wirelength, routed: 908 um
- netlist area before placement: 335 um2
- Via density: 2.60
- number of warnings in the stage logs: 25
- final worst-path cycle share: 0.962
- global-route wire length before repair: 1440 um
- share of the synthesized netlist area taken by xor and xnor gates: 0
- average wire length per cell after detail routing: 9.98 um
- outcome: finished, final reports clean
- crit path setup slack, layout: 42.0 ps
- worst-skew pair later-pin latency: 240 ps
- unrepaired setup endpoints after global routing: no
- Min Clock Period, post-route: 1060 ps
- count of max-cap constraint violations: 0
- sequential element share of the synthesized area: 0.597
- number of enable flip-flop cells: 0
- synthesized instance count: 18
- Post-Place Worst Slack: -198 ps
- Regs by FF count: data_out: 8 flops
- Logic family by area: multiplexers
- comb. cell area: 120 um2
- sequential cell area: 200 um2
- met2 usage in global routing: 0.0457
- crit path DRT: 880 ps
- number of setup violations in the final report: 0
- count of clock tree sinks: 8
- Die Area: 6400 um2
- combined buffer and inverter count along the critical path: 1
- AO/OA Area Share: 0
- placer congestion estimate: 0.708
- Synth Area per Inst: 18.6 um2
- data arrival time of the worst path: 840 ps
- arithmetic-cell share of the synthesized area counting full adders, half adders and majority gates: 0
- CP Class: register to primary output
- clk_skew: 0 ps
- Yosys top cell by area: sky130_fd_sc_hd__dfrtp_1
- peak fanout along the critical path: 2
- power per cell area: 1120 nW/um2
- layout cells sized above 1: 0.400
- tally of unique sky130hd cells used after synthesis: 4
- register with the highest flop count: data_out
- met1 Track Usage GR: 0.0345
- aggregate negative setup slack: 0 ps
- Top Usage Layer GRT: met2
- Iter 0 DRT Violations: 11
- # rows: 21
- H-tree levels: 1
- fill cell instance count of the final layout: 382
- placed instance count: 82
- height of the chip: 80 um
- kind of end point of the critical path: primary output
- maximum number of pins on one net before global-route repair: 9
- Simple-Gate Fraction of Synth Area: 0
- number of buffers created by CTS: 3
- Max stage delay on crit path: 360 ps
- via count of the routed design: 237
- pre-placement core utilization: 0.0982
- total antenna diodes in the routed design: 0
- # Cells Yosys: 18
- Dominant cell area share: 0.597
- CTS tree: built
- die boundary width: 80 um
- leakage power summed over all cells: 0.000293 uW
- startpoint class of the critical path: register
- area added between synthesis and finish: 93.3%
- number of buffers between clock root and the deepest sink: 2
- cell types with the largest area share after synthesis: sky130_fd_sc_hd__dfrtp_1 60%, sky130_fd_sc_hd__mux2_4 36%, sky130_fd_sc_hd__buf_6 3.4%
- Tightest Hold Check Type: input pin to asynchronous set/reset pin
- portion of netlist area occupied by mux cells: 0.358
- # port buffers: 18
- Pre-Repair DR Iteration Count: 2
- post-synthesis async set-or-reset flop share: 1.00
- Relative slew margins: 0.797
- Cell Count, Final, Fillers Out: 91
- maximum clock frequency: 945 MHz
- root buffer selected by CTS: sky130_fd_sc_hd__clkbuf_4
- clock input transition at the sequential cells of the worst setup and hold paths: 50 ps
- GRT Util Overall: 0.0289
- transition time at the pin with the least slew margin: 304 ps
- number of warnings reported in the yosys synthesis log: 1
- top_reg_cell synth: sky130_fd_sc_hd__dfrtp_1
- total I/O pin count: 19
- Residual DRC: 0
- Hold-fix buffers, CTS: 0
- master of the slowest instance on the critical path: sky130_fd_sc_hd__dfrtp_1
- number of max-slew violations in the final report: 0
- cells traversed along the worst timing path: dlygate4sd2_1
- overflow left after global routing: 0
## final timing paths
| check | endpoint | depth (start not counted) | from |
|---|---|---|---|
| min | data_out[4]$_DFFE_PP0P_ | 2 | reset |
| min in group clk0 | data_out[6]$_DFFE_PP0P_ | 1 | data_out[6]$_DFFE_PP0P_ |
| max | data_out[2] | 1 | data_out[2]$_DFFE_PP0P_ |
| max in group asynchronous | data_out[6]$_DFFE_PP0P_ | 2 | reset |
| min reg2reg | data_out[6]$_DFFE_PP0P_ | 1 | data_out[6]$_DFFE_PP0P_ |
| max reg2reg | data_out[1]$_DFFE_PP0P_ | 3 | data_out[1]$_DFFE_PP0P_ |
## worst reg2reg max path, stage by stage (launching register included)
cell	delay [ps]
sky130_fd_sc_hd__dfrtp_1	370
sky130_fd_sc_hd__buf_4	130
sky130_fd_sc_hd__buf_4	120
sky130_fd_sc_hd__mux2_4	250
## cell families after synthesis
family   Yosys count
flops              8
buf+inv            2
mux                8
## metal layers
metal,vias up,share of wire
met3,2,0.077
met2,9,0.50
li1,116,-
met5,-,0
met4,0,0.045
met1,110,0.38
## stage by stage
step	power (uW)	instance area (um2)	hold WS [ps]	util
2_1_floorplan	397	335	35.7	-
3_3_place_gp	507	582	485	0.170
3_5_place_dp	509	582	489	0.170
4_1_cts	725	628	232	0.184
5_1_grt	770	648	262	0.190
6_report	723	648	231	0.190
## cell type report
| cell class | count | share of cell area |
|---|---|---|
| timing repair buffer | 25 | 0.376 |
| inverter | 1 | 0.00579 |
| clock buffer | 3 | 0.0347 |
| multi-input combinational | 8 | 0.185 |
| sequential | 8 | 0.309 |
| tap | 46 | 0.0888 |
## power breakdown
group | internal [uW] | switching, uW | leakage, uW
logic | 140 | 37.7 | 0.000186
clock network | 124 | 81.8 | 0.0000138
registers | 325 | 15.8 | 0.0000935
## layout by cell type (no fill, tap or decap), drive strengths merged
master          n
clkdlybuf4s15   7
clkdlybuf4s50  10
clkbuf          3
buf             7
dfrtp           8
mux2            8
inv             1
dlygate4sd2     1
## timing repair
item	in CTS	in global routing
endpoints found under the setup margin	8	5
resized	11	4
setup buffers	4	2
No activity file was given, so power comes from the tool's default toggle rates.
